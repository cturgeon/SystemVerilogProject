$ cat ./config.mk
export PLATFORM = sky130hd
export DESIGN_NAME = keyboard
export DESIGN_NICKNAME = keyboard
export VERILOG_FILES = /design/flow/design.v
export SDC_FILE = /design/flow/constraint.sdc
export NUM_CORES = 4
export LEC_CHECK = 1
export CORE_UTILIZATION = 40
$ cat ./constraint.sdc
current_design keyboard

set clk_period 6.5
set clk_io_pct 0.2

create_clock -name clk0 -period $clk_period [get_ports {clk}]

set non_clock_inputs [all_inputs -no_clocks]
set_input_delay [expr $clk_period * $clk_io_pct] -clock clk0 $non_clock_inputs
set_output_delay [expr $clk_period * $clk_io_pct] -clock clk0 [all_outputs]
$ cat ./design.v
`timescale 1ns / 1ps
`timescale 1ns / 1ps
`default_nettype none
module keyboard(
   input wire clk,
   input wire ps2_clk,
   input wire ps2_data,
   output logic [31:0] keyb_char = 0
   );
   logic [31:0] temp_char = 0;
   logic [9:0] bits = 0;
   logic [3:0] count = 0;
   logic [1:0] ps2_clk_prev2 = 2'b11;
   logic [19:0] timeout = 0;
   always_ff @(posedge clk)
      ps2_clk_prev2 <= {ps2_clk_prev2[0], ps2_clk};
   always_ff @(posedge clk)
   begin
      if((count == 11) || (timeout[19] == 1))
      begin
         count <= 0;
         if((temp_char[7:0] == 8'hE0) || (temp_char[7:0] == 8'hF0)) begin        
            temp_char[31:0] <= {temp_char[23:0], bits[7:0]};                     
            if((bits[7:0] != 8'hE0) && (bits[7:0] != 8'hF0))                     
               keyb_char <= {temp_char[23:0], bits[7:0]};                        
         end
         else begin                                                              
            temp_char[31:0] <= {24'b0, bits[7:0]};                               
            if((bits[7:0] != 8'hE0) && (bits[7:0] != 8'hF0))                     
               keyb_char <= {24'b0, bits[7:0]};                                  
         end
      end
      else
      begin
         if(ps2_clk_prev2 == 2'b10)
         begin
            count <= count + 1;
            bits <= {ps2_data, bits[9:1]};
         end
      end
   end
   always_ff @(posedge clk)
      timeout <= (count != 0) ? timeout + 1 : 0;
endmodule
$ cat ./run.sh
#!/bin/bash
# OpenROAD 26Q1-2900-gdf79404cd8, Yosys 0.63+post, stock flow scripts
make -C /OpenROAD-flow-scripts/flow DESIGN_CONFIG=/design/flow/config.mk WORK_HOME=/design/flow/orfs finish
==> job_summary.md <==
### Metrics collected by this job

| Metric | Value |
|---|---|
| Worst VDD drop | roughly 0.17 mV |
| Unrepaired setup endpoints after global routing | false |
| WP data required | roughly 5.2 ns |
| Congestion Overflow GR | 0 |
| Cell Rows | 32 |
| Max Freq | between 400 and 500 MHz |
| # fillers | roughly 670 |
| Post-route total power | 0.00123 W |
| Count of unique library cells instantiated by Yosys | 28 |
| Power density cells | 312 mW/mm2 |
| GRT busiest layer | met1 |
| Vias in the first global route | ~1400 |
| Crit-path max cell delay | 0.46 ns |
| Yosys synthesis chip area | about 0.0032 mm2 |
| Comb. cell area | approximately 730 um2 |
| TritonCTS clock tree | built |
| Avg Cell Area, Syn | ~15 um2 |
| Library cell used as clock root buffer | sky130_fd_sc_hd__clkbuf_8 |
| Relative slew slack | approximately 45% |
| Met2 Usage GRT | between 10 and 15% |
| Tot GR Track Use | between 10% and 20% |
| Diode count | 0 |
| Arrival time at the worst endpoint | between 1 and 1.5 ns |
| Registers, synthesis | 92 |
| Cell Area, Synth | ~0.0032 mm2 |
| Sequential area share after synthesis | between 70% and 80% |
| Bufs on Longest Clock Path | 2 |
| Worst-Margin Slew | between 0.8 and 0.9 ns |
| Detailed router's first-iteration violation count | roughly 65 |
| Wire per inst | approximately 11 um |
| Static leakage | between 1 and 1.5 nW |
| Post-synthesis async set-or-reset flop share | 0% |
| Wire length after detailed routing | slightly above 4000 um |
| Worst path bufs/invs | 1 |
| Total number of yosys warnings | 1 |
| Design area | slightly below 0.004 mm2 |
| First-pass GRT wire length | 6850 um |
| Most frequent cells in the layout | sky130_fd_sc_hd__edfxtp_1 (66), sky130_fd_sc_hd__clkdlybuf4s50_1 (34), sky130_fd_sc_hd__dfxtp_1 (26), sky130_fd_sc_hd__and2_1 (18), sky130_fd_sc_hd__nor2_1 (16) |
| Worst hold path type | reg2reg |
| Synthesized instance count | between 200 and 250 |
| Routed via count | ~1600 |
| Kind of critical path | reg2out |
| Number of cells in the yosys synthesis report | roughly 220 |
| Port Buffers | 34 |
| Tally of OpenROAD warnings | 26 |
| Core Region | ~0.008 mm2 |
| Chip Footprint | approximately 0.0084 mm2 |
| Kind of cell adding the most delay to the critical path | buffers and inverters |
| Cell with the largest stage delay on the worst path | sky130_fd_sc_hd__clkdlybuf4s50_1 |
| # resized after CTS | 0 |
| GP Congestion | 0.750 |
| Most common logic cell in the routed design | sky130_fd_sc_hd__edfxtp_1 |
| Setup violators final | 0 |
| Via density | roughly 4.4 |
| GRT met1 Usage | 19.0% |
| Met3 GRT Util | under 10% |
| Nature of the critical path endpoint | output pin |
| Post-route ant nets | 0 |
| Worst slack, placed | roughly 4.3 ns |
| Final WS setup | a little over 4 ns |
| Maximum number of pins on one net before global-route repair | 33 |
| Primary FF master, synth | sky130_fd_sc_hd__edfxtp_1 |
| Worst-Skew Late Latency | 0.35 ns |
| Max Fanout on Critical Path | 1 |
| Layout cells sized above 1 | under 10% |
| Final count of pins violating max slew | 0 |
| Startpoint type of the worst setup path | flop |
| Period Utilization, post-route | a little under two fifths |
| Synthesis-to-finish area growth | 21.4% |
| DRC violation count after routing | 0 |
| Placed standard-cell area | around 0.0037 mm2 |
| Post-cts hold-fix buffer tally | 0 |
| Die Ht | 91.9 um |
| Dpl hpwl | 2430 um |
| Horiz. Die Dim | a little over 90 um |
| Final worst path period need | about 2.5 ns |
| Initial standard-cell utilization of the core | 41.6% |
| Detailed-routing iteration count for the pre-antenna-repair pass | 4 |
| Area taken by flip-flops and latches | 0.00250 mm2 |
| Final hold violation count | 0 |
| Post-synth EDFFs | about 66 |
| Number of antenna violations at the first check in global routing | 0 |
| Max H-tree Level | 3 |
| Worst clock skew on the final layout | around 0.014 ns |
| Run status | finished clean |
| Ordered list of cells on the worst path | clkdlybuf4s50_1 |
| Number of buffers inserted to repair setup after CTS | 0 |
| Io pins | 35 |
| WHS | 0.357 ns |
| Max-cap violations | 0 |
| # clock sinks | 92 |
| Clock transition at the register clock pins on the worst setup and hold paths after CTS | ~0.090 ns |
| Setup TNS | 0 ns |
| Clock buffer count from CTS | 9 |
## Yosys cell counts (all sizes together), types with 4 or more instances
library cell	count	area [um2]
edfxtp	66	1980
dfxtp	26	521
and2	18	113
nor2	16	60.1
a21oi	9	45.0
nand2	9	33.8
xnor2	9	78.8
o21ai	8	40.0
or3	8	50.1
inv	5	18.8
nand4	5	31.3
nor4	5	31.3
nand3	4	20.0
xor2	4	35.0
## where the power goes
group,internal (W),leakage [nW],switching [W],total (W)
Clock,0.000148,0.0984,0.000207,0.000355
Combinational,0.0000673,0.400,0.0000705,0.000138
Sequential,0.000698,0.792,0.0000352,0.000733
## cells by family after synthesis
group / share of synthesized area (%)
compound gates: 3.25
xor+xnor: 3.52
fa+ha+maj: 1.16
buf+inv: 1.24
flops: 77.4
other cells: 0.116
simple gates: 13.3
## layer usage
| metal | wire length (um) | part of all wire [%] |
|---|---|---|
| met1 | 2100 | 52 |
| met2 | 1650 | 41 |
| met3 | 217 | 5.3 |
| met4 | 90 | 2.2 |
| met5 | 0 | 0 |
## path summary, 6_finish.rpt
| check | startpoint | endpoint | slack (ns) | cells past startpoint |
|---|---|---|---|---|
| hold reg to reg | ps2_clk_prev2[0]$_DFF_P_ | ps2_clk_prev2[1]$_DFF_P_ | 0.36 | 0 |
| setup / recovery | keyb_char[12]$_SDFFCE_PN0P_ | keyb_char[12] | 4.03 | 1 |
| hold / removal | ps2_clk_prev2[0]$_DFF_P_ | ps2_clk_prev2[1]$_DFF_P_ | 0.36 | 0 |
| setup reg to reg | count[0]$_SDFFE_PP0P_ | keyb_char[18]$_SDFFCE_PN0P_ | 4.31 | 4 |
## through the flow
stage / utilization, % / std cells
after floorplan: - / 222
after global placement: 48.1 / 356
after detailed placement: 48.1 / 356
after CTS: 50.5 / 372
after global routing: 50.5 / 372
final: 50.5 / 372
## final cells by class
| cell class | count | share of cell area, % |
|---|---|---|
| clock buffers | 9 | 3.16 |
| clock inverters | 7 | 1.59 |
| inverters | 5 | 0.478 |
| multi-input cells | 120 | 18.5 |
| flip-flops and latches | 92 | 63.8 |
| well taps | 102 | 3.25 |
| repair buffers | 37 | 9.24 |
## flip-flops by register name, summed over array words and instances (netlist names)
name / flops
count: 4
ps2_clk_prev2: 2
bits: 10
keyb_char: 32
temp_char: 24
timeout: 20
Power figures rest on the tool's default switching activity, not on a simulated workload.
