[design.v]
`timescale 1ns / 1ps
module logical #(parameter N=32)(
  input wire [N-1:0] A, B,
  input wire [1:0] op,
  output wire [N-1:0] R
    );
    assign R = (op == 2'b00) ? A & B:
               (op == 2'b01) ? A | B:
               (op == 2'b10) ? A ^ B:
               (op == 2'b11) ? ~(A | B): 0;
endmodule
[constraint.sdc]
current_design logical

set clk_period 1.0
set clk_io_pct 0.2

create_clock -name clk0 -period $clk_period

set non_clock_inputs [all_inputs -no_clocks]
set_input_delay [expr $clk_period * $clk_io_pct] -clock clk0 $non_clock_inputs
set_output_delay [expr $clk_period * $clk_io_pct] -clock clk0 [all_outputs]
[run.sh]
#!/bin/bash
# OpenROAD 26Q1-2900-gdf79404cd8, Yosys 0.63+post, stock flow scripts
make -C /OpenROAD-flow-scripts/flow DESIGN_CONFIG=/design/flow/config.mk WORK_HOME=/design/flow/orfs finish
[config.mk]
export PLATFORM = sky130hd
export DESIGN_NAME = logical
export DESIGN_NICKNAME = logical
export VERILOG_FILES = /design/flow/design.v
export SDC_FILE = /design/flow/constraint.sdc
export NUM_CORES = 4
export LEC_CHECK = 1
export CORE_AREA = 10 10 82 82
export DIE_AREA = 0 0 92 92
==> results.toml <==
# physical design summary
[place]
gp_routability_congestion = 0.7455
dp_worst_setup_slack_ps = -940.9
place.port_buffers = 98
place_inst = 421
dp_hpwl_um = 4171

[drt]
vias_per_cell = 4.569
ant_nets = 0
dr.pass1.iters = 4
drc = 0
drt-met1-wl_um = 3455
routed.top_layer = "met4"
drtIter0Drc = 43
wl_um = 7230
met3_length_um = 510
dr_wl_met2_um = 3244
wire_per_inst_um = 16.85
n_antenna_cell = 0
num_vias = 1960

[critical_path]
cp_slowest_cell = "xor2_1"
cp_cell_sequence = "buf_6 > inv_2 > ha_4 > xor2_1 > mux2i_1 > buf_2"
critPathBufInv = 3
start_kind = "input pin"
worst-setup-path-type = "input pin to output port"
crit_arrival_ps = 1050
cp_data_required_time_ps = 800
end_kind = "output port"
critical_path.max_fanout = 2
critPathMaxStageDelay_ps = 280
critical_path.top_delay_family = "buffers and inverters"

[floorplan]
fp_util_pct = 41.44
num_rows = 26
die_h_um = 92
core_um2 = 5075
die_w_um = 92
die-area_um2 = 8464
ioPinCount = 98

[sta]
fin_ws_ps = -250.4
setup_viol_count_final = 32
slew_headroom_pct = 79.64
hold_slack_ps = 874.3
period_minus_slack_ps = 1250
worstMarginPinSlew_ps = 304.3
slew_violations = 0
rsz0062_at_grt = "yes"
fmax_ghz = 0.7998
finalCritPeriodShare_pct = 125.0
final-hold-violation-count = 0

[pwr]
finalPower_mw = 1.767
power.density_nw_per_um2 = 403.2
peakVddDrop_v = 0.0002573
p_leak_nw = 2.175

[synthesis]
ys.warnings.count = 0
synth_seq_share_pct = 0
syn_area_um2 = 2103
ys_cells = 235
synth_cell_type_count = 8
avgSynthCellArea_um2 = 8.950
synth_cells = 235
ys_area_um2 = 2103

[cells_and_area]
fin_cells = 429
area_delta_synth_final_pct = 108.4
drive_above_1_share_pct = 72.14
clkbuf_count = 0
seq_cells = 0
ff_latch_area_um2 = 0
final_core_util_pct = 86.37

[flow_run]
max-cap-violations = 0
warnings = 67

[status]
violations = "negative setup slack"
outcome = "finished, violations left"

[grt]
overflow = 0
grt_start_max_net_pins = 21
grt_pass1_wl_um = 10560
grt_pass1_vias = 2132
grt_usage_pct = 14.66
antenna_found_initial = 0

[hold_path]
min-delay-path-class = "input pin to output port"

[clocking]
postCtsSetupBuffers = 0
report_power, final:
part	switching [mW]	leakage [nW]	internal, mW	total [mW]
clock	0	0	0	0
combinational	0.714	2.18	1.05	1.77
sequential	0	0	0	0
total	0.714	2.18	1.05	1.77
cell families after synthesis:
logic type / Yosys count / synth area share [%]
buffers and inverters: 75 / 18.14
adder cells (fa/ha/maj): 64 / 38.07
multiplexers: 64 / 30.46
XOR/XNOR: 32 / 13.33
worst min-delay path: cells and delay by family:
family	cells	cell delay (ps)
multiplexers	1	70
buffers and inverters	3	400
through the flow:
step	TNS [ps]	instance area, um^2
2_1_floorplan	0	2103
3_3_place_gp	-28680	3291
3_5_place_dp	-28910	3291
4_1_cts	-2643	4151
5_1_grt	-5292	4383
6_report	-3821	4383
synthesized netlist by cell type:
library cell	count	area share, %
buf_12	4	3.8
buf_2	4	0.95
buf_8	2	1.4
inv_1	64	11
buf_6	1	0.54
mux2i_1	64	30
ha_1	64	38
xor2_1	32	13
final timing paths:
check | from | cells after the start | endpoint | slack, ps
worst min-delay path | op[0] | 4 | R[30] | 870
worst max-delay path | A[13] | 6 | R[13] | -250
layout by cell type, fill, tap and decap left out:
cell type  instances
buf_12             5
buf_16             8
buf_2             34
buf_4              5
buf_6             58
buf_8             24
clkbuf_16          1
ha_1              14
ha_2               1
ha_4              49
inv_1              1
inv_2             28
inv_4             35
mux2i_1           59
mux2i_2            5
xor2_1            26
xor2_2             6
final cells by class:
type               instances  area, um^2
inverters                 64       327.8
multi-input cells        160        2401
fillers                  254       691.9
repair buffers           135        1567
well taps                 70       87.58
repair_timing:
item,4_1_cts,5_1_grt
gates cloned,7,1
pin swaps,43,21
endpoints found under the setup margin,32,32
hold buffers,0,0
hold endpoints to repair,0,0
gates resized,604,50
per-layer routing:
metal  up-vias  global-route usage [%]
met3         2                   4.201
met4         0                       0
met1       914                   19.96
met5         -                       0
li1        988                       -
met2        56                   23.88
No activity file was given, so power comes from the tool's default toggle rates.
