==> design/flow/design.v <==
`timescale 1ns / 1ps
`default_nettype none
module memory_mapper(
    input wire cpu_wr,
    input wire [31:0] cpu_addr,
    output wire [31:0] cpu_readdata,
    output wire lights_wr,
    output wire sound_wr,
    input wire [31:0] accel_val,
    input wire [31:0] keyb_char,
    output wire smem_wr,
    input wire [31:0] smem_readdata,
    output wire dmem_wr,
    input wire [31:0] dmem_readdata,
    output wire seg_wr
    );
    assign seg_wr = (cpu_wr & cpu_addr[17:16] == 2'b00 & cpu_addr[3:2] == 2'b00) ? 1'b1: 0;
    assign lights_wr = (cpu_wr & cpu_addr[17:16] == 2'b11 & cpu_addr[3:2] == 2'b11) ? 1'b1 : 0;
    assign sound_wr = (cpu_wr & cpu_addr[17:16] == 2'b11 & cpu_addr[3:2] == 2'b10) ? 1'b1 : 0;
    assign smem_wr = (cpu_wr & cpu_addr[17:16] == 2'b10) ? 1'b1 : 0;
    assign dmem_wr = (cpu_wr & cpu_addr[17:16] == 2'b01) ? 1'b1 : 0;
    assign cpu_readdata = (cpu_addr[17:16] == 2'b11 & cpu_addr[3:2] == 2'b01) ? accel_val:
                          (cpu_addr[17:16] == 2'b11 & cpu_addr[3:2] == 2'b00) ? keyb_char:
                          (cpu_addr[17:16] == 2'b10) ? smem_readdata: 
                          (cpu_addr[17:16] == 2'b01) ? dmem_readdata: 0;
endmodule
==> design/flow/run.sh <==
#!/bin/bash
# OpenROAD 26Q1-2900-gdf79404cd8, Yosys 0.63+post, stock flow scripts
make -C /OpenROAD-flow-scripts/flow DESIGN_CONFIG=/design/flow/config.mk WORK_HOME=/design/flow/orfs finish
==> design/flow/config.mk <==
export PLATFORM = sky130hd
export DESIGN_NAME = memory_mapper
export DESIGN_NICKNAME = memory_mapper
export VERILOG_FILES = /design/flow/design.v
export SDC_FILE = /design/flow/constraint.sdc
export NUM_CORES = 4
export LEC_CHECK = 1
export CORE_AREA = 10 10 90 90
export DIE_AREA = 0 0 100 100
==> design/flow/constraint.sdc <==
current_design memory_mapper

set clk_period 7.0
set clk_io_pct 0.2

create_clock -name clk0 -period $clk_period

set non_clock_inputs [all_inputs -no_clocks]
set_input_delay [expr $clk_period * $clk_io_pct] -clock clk0 $non_clock_inputs
set_output_delay [expr $clk_period * $clk_io_pct] -clock clk0 [all_outputs]
==> flow_metrics.env <==
# source this file to load flow results
export IMPL_max_stage_delay_ns=0.69
export IMPL_path_cells="clkdlybuf4s50_1 -> nor2b_4 -> buf_4 -> a222oi_1 -> mux2i_1 -> clkdlybuf4s50_1"
export IMPL_seqCellArea_um2=0
export IMPL_end_kind="output pin"
export IMPL_outcome="finished clean"
export IMPL_ir_drop_mv=0.0341
export IMPL_dieHeight_um=100
export IMPL_relSlewSlack_pct=48.6
export IMPL_warnings=60
export IMPL_netlist_cell_type_count=24
export IMPL_timing_fmax_mhz=188
export IMPL_flops=0
export IMPL_min_to="cpu_readdata[27]"
export IMPL_fp_dieArea_um2=10000
export IMPL_fp_util_pct=17.9
export IMPL_place_hpwl_um=5610
export IMPL_hold_slack_ns=3.71
export IMPL_grt_pass1_vias=1887
export IMPL_grt_pass1_wl_um=10500
export IMPL_seq_power_share_pct=0
export IMPL_totalWireLength_um=6890
export IMPL_ys_cells=128
export IMPL_antenna_cells=0
export IMPL_fin_crit_ns=5.31
export IMPL_timing_setup_tns_ns=0
export IMPL_syn_avg_cell_area_um2=8.79
export IMPL_cp_common_cell="clkdlybuf4s50_1"
export IMPL_min_period_over_period_pct=75.9
export IMPL_logic_area_um2=968
export IMPL_drc=0
export IMPL_die_w_um=100
export IMPL_internal_power_uw=117
export IMPL_yosys_area_top_type_share_pct=40.0
export IMPL_required_ns=5.60
export IMPL_dr_total_vias=1701
export IMPL_clkPwrFrac_pct=0
export IMPL_cp_start_kind="input pin"
export IMPL_grt_overflow=0
export IMPL_powerDensity_nw_per_um2=57.9
export IMPL_n_fill_cell=596
export IMPL_crit_fanout=20
export IMPL_worstSetupPathType="in2out"
export IMPL_firstDrtPassIters=4
export IMPL_cp_slowest_cell="nor2b_4"
export IMPL_synth_largest_area_cell="a221oi_2"
export IMPL_cap_violations=0
export IMPL_ios=198
export IMPL_cts_setup_buffers=0
export IMPL_antenna_left=0
export IMPL_cts_hold_fix_buffers=0
export IMPL_wl_per_cell_um=19.1
export IMPL_area_leaders="a221oi_2 (40%), o2bb2ai_1 (24%), nor2_1 (11%)"
export IMPL_rsz0062_at_grt="no"
export IMPL_nClkBuffers=0
export IMPL_netSwitchingPower_uw=44.6
export IMPL_drt_iter0_drc=34
export IMPL_yosys_area_um2=1120
export IMPL_grt_usage_pct=12.6
export IMPL_area_delta_synth_final_pct=149
export IMPL_syn_area_um2=1120
export IMPL_syn_inst=128
export IMPL_antenna_found_initial=0
export IMPL_cts_resized=0
export IMPL_drv_slew=0
export IMPL_crit_arrival_ns=3.91
export IMPL_whs_path_depth=3
export IMPL_vias_per_cell=4.71
export IMPL_min_delay_start="accel_val[27]"
export IMPL_top_cell="nor2_1"
export IMPL_yosys_stat_seqShare_pct=0
export IMPL_power_frac_comb_pct=100.0
export IMPL_hold_path_class="in2out"
export IMPL_io_buffer_count=170
export IMPL_tightest_slew_ns=0.769
export IMPL_finalSetupViolCount=0
export IMPL_gp_congestion=0.739
export IMPL_swShare_pct=27.5
export IMPL_core_um2=6280
export IMPL_common_cells="nor2_1 (33), o2bb2ai_1 (31), a221oi_2 (30)"
export IMPL_drive_gt1_share_pct=13.0
export IMPL_p_leak_nw=0.939
export IMPL_synth_warnings=0
export IMPL_hold_viol=0
export IMPL_grt_max_degree=33
export IMPL_rows=29
==> layer usage <==
layer | up-vias | part of all wire (%) | routed length, um | global-route usage [%]
li1 | 852 | - | - | -
met1 | 748 | 41 | 2860 | 15.1
met4 | 0 | 0 | 0 | 0
met2 | 101 | 47 | 3210 | 22.0
met3 | 0 | 12 | 824 | 5.34
met5 | - | 0 | 0 | 0
==> placed cells by master (no fill, tap or decap) <==
master           count
and4bb_4             1
nand3_1              1
inv_1                2
a222oi_1             1
nor2_1              33
nor2_2               1
a221oi_1             1
nor3_1               1
nand4bb_1            1
nor4_1               1
and2_1               1
o2bb2ai_1           31
a221oi_2            30
mux2i_1              1
nand2b_1             1
and2b_4              1
clkdlybuf4s50_1    170
nand2_1              2
nor2b_4              1
buf_4                3
==> critical path: cells and delay by family <==
kind,cells,cell delay (ns)
compound gates,1,0.15
buf+inv,3,1.47
simple gates,1,0.69
mux,1,0.17
==> area by class of cell <==
type	count	share of cell area (%)
inverters	2	0.268
repair buffers	173	61.7
multi-input cells	109	34.6
well taps	77	3.45
==> logic make-up (layout without fill, tap and decap cells) <==
group,Yosys count,in the layout,share of synthesized area [%]
compound gates,63,63,65.9
simple gates,45,45,19.4
buf+inv,19,175,13.9
mux,1,1,0.890
==> stage by stage <==
stage | setup WS, ns | area (um^2) | std cells | utilization (%) | power [mW]
floorplan | 3.44 | 1120 | 128 | - | 0.0457
detailed placement | 1.66 | 2800 | 361 | 44.5 | 0.164
finish | 1.69 | 2800 | 361 | 44.5 | 0.162
global route | 1.54 | 2800 | 361 | 44.5 | 0.175
CTS | 1.66 | 2800 | 361 | 44.5 | 0.164
global placement | 1.63 | 2800 | 361 | 44.5 | 0.163
==> power groups by stage <==
stage / clock [mW] / sequential, mW / combinational, mW
4_1_cts: 0 / 0 / 0.164
6_report: 0 / 0 / 0.162
5_1_grt: 0 / 0 / 0.175
==> worst max path at each step <==
stage,slack (ns),startpoint,depth (start not counted),endpoint
CTS,1.66,cpu_addr[16],6,cpu_readdata[0]
finish,1.69,cpu_addr[16],6,cpu_readdata[30]
global route,1.54,cpu_addr[16],6,cpu_readdata[30]
No activity file was given, so power comes from the tool's default toggle rates.
